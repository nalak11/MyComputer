### design/flow/config.mk
export PLATFORM = sky130hd
export DESIGN_NAME = CPU
export DESIGN_NICKNAME = CPU
export VERILOG_FILES = /design/flow/design.v
export SDC_FILE = /design/flow/constraint.sdc
export NUM_CORES = 4
export LEC_CHECK = 1
export CORE_UTILIZATION = 30
### design/flow/constraint.sdc
current_design CPU

set clk_period 5.2
set clk_io_pct 0.2

create_clock -name clk0 -period $clk_period [get_ports {Clock}]

set non_clock_inputs [all_inputs -no_clocks]
set_input_delay [expr $clk_period * $clk_io_pct] -clock clk0 $non_clock_inputs
set_output_delay [expr $clk_period * $clk_io_pct] -clock clk0 [all_outputs]
### design/flow/design.v
module CPU(
		input [7:0] Din,	
		input Sample,
		input [2:0] Btns,
		input Clock,
		input Reset,
		input Turbo,
		output [7:0] Dout,
		output reg Dval,
		output [5:0] GPO,
		output reg [3:0] Debug,
		output reg [7:0] IP
);
reg [7:0] Reg [0:31];
wire [7:0] Rgout = Reg[29];
wire [7:0] Rdout = Reg[30];
wire [7:0] Rflag = Reg[31];
assign Dout = Rdout;
assign GPO = Rgout[5:0];
initial Dval = 1;
wire [3:0] cmd_grp = instruction[34:31];
wire [2:0] cmd = instruction[30:28];
wire [1:0] arg1_typ = instruction[27:26];
wire [7:0] arg1 = instruction[25:18];
wire [1:0] arg2_typ = instruction[17:16];
wire [7:0] arg2 = instruction[15:8];
wire [7:0] addr = instruction[7:0];
reg [24:0] cnt;
parameter Cycle = 250;  
wire go = !Reset && (cnt == 0);		 
wire [34:0] instruction;
AsyncROM Pmem(IP, instruction);		 
always@ (posedge Clock) begin
	cnt <= (cnt == (50000000/1000)*Cycle) ? 0 : cnt + 1;	 
end
always@ (posedge Clock) begin
	if (go)					 
		IP <= IP + 8'b1;
		case (cmd_grp)
			4'b0010:
			Reg[arg2] <= arg1;
			endcase
	if (Reset)				 
		IP <= 0;
end
endmodule
module AsyncROM(
	input addr,
	output reg data
);
always @(addr) begin
	case (addr)
	0: data = {4'b0010, 3'b000, 2'b00, 8'd 1, 2'b01, 8'd30, 8'd0};
	1: data = {4'b0010, 3'b000, 2'b00, 8'd 3, 2'b01, 8'd30, 8'd0};
	2: data = {4'b0010, 3'b000, 2'b00, 8'd 5, 2'b01, 8'd30, 8'd0};
	3: data = {4'b0010, 3'b000, 2'b00, 8'd 7, 2'b01, 8'd30, 8'd0};
	4: data = {4'b0010, 3'b000, 2'b00, 8'd 9, 2'b01, 8'd30, 8'd0};
	5: data = {4'b0010, 3'b000, 2'b00, 8'd 11, 2'b01, 8'd30, 8'd0};
	6: data = {4'b0010, 3'b000, 2'b00, 8'd 13, 2'b01, 8'd30, 8'd0};
	7: data = {4'b0010, 3'b000, 2'b00, 8'd 15, 2'b01, 8'd30, 8'd0};
	8: data = {4'b0010, 3'b000, 2'b00, 8'd 17, 2'b01, 8'd30, 8'd0};
	9: data = {4'b0010, 3'b000, 2'b00, 8'd 19, 2'b01, 8'd30, 8'd0};
	default: data = 35'b0;  
	endcase
end
endmodule
### design/flow/run.sh
#!/bin/bash
# OpenROAD 26Q1-2900-gdf79404cd8, Yosys 0.63+post, stock flow scripts
make -C /OpenROAD-flow-scripts/flow DESIGN_CONFIG=/design/flow/config.mk WORK_HOME=/design/flow/orfs finish
==> results_dict.tcl <==
# place-and-route summary
set metrics [dict create \
    outcome "complete, no violations" \
    dpl.cell_count 268 \
    synth_cell_type_count 38 \
    yosysChipArea_um2 1709 \
    cts_max_path_buffers 2 \
    min_to "cnt[24]" \
    rsz0062_at_grt "false" \
    powerDensity_nw_per_um2 240.6 \
    syn_to_final_growth_pct 9.151 \
    htreeDepth 2 \
    nFillCells 568 \
    dr.max_layer_used "met4" \
    drt-initial-drc-count 77 \
    numPortBuffers 9 \
    fp-utilization 0.3104 \
    drv_cap 0 \
    warnings 39 \
    postSynthCellCount 195 \
    min_from "cnt[24]" \
    synth.most_common_cell "dfxtp_1" \
    die_h_um 77.48 \
    hold_viol_final 0 \
    rr_startpoint "cnt[0]" \
    insertion_delay_ns 0.28 \
    fin_tns_setup_ns 0 \
    grt_pass1_vias 1115 \
    max_freq_ghz 0.4213 \
    setup_viol 0 \
    grt_pass1_wl_um 5471 \
    worst-path-max-fanout 21 \
    reg2reg_to "IP[7]" \
    grt_usage 0.1131 \
    clk_pin_slew_ns 0.06 \
    reg2reg_slack_ns 2.83 \
    syn-cell-area_um2 1709 \
    cts_tree "built" \
    reg2regPathDepth 6 \
    dpl.hpwl_um 2082 \
    cp_data_required_time_ns 5.37 \
    core_area_um2 5507 \
    die_w_um 77.48 \
    period_needed_ns 2.374 \
    maxSlewHeadroom 0.5031 \
    cp-start-kind "register" \
    vias 1308 \
    grt_max_degree 22 \
    wl_met2_um 1273 \
    wl_per_cell_um 11.04 \
    antenna_found_initial 0 \
    clock_sinks 33 \
    slew_violations 0 \
    synthTopCellsByCount "dfxtp_1, buf_4, nand3_1, nor2_1, xnor2_1" \
    yosys_warnings 8 \
    routed_wl_um 3048 \
    wl_met1_um 1571 \
    cts_made_buffers 5 \
    dieArea_um2 6003 \
    worstHoldPathCells 1 \
    antenna_left 0 \
    ys_cells 195 \
    path_class "register to register" \
    dr.pass1.iters 5 \
    p_leak_uw 0.0006568 \
    wl_met3_um 158 \
    ios 42 \
    post-cts-setup-buffers 0 \
    edf_count 0 \
    clock_skew_ns 0.005307 \
    remaining_drc_errors 0 \
    avgSynthCellArea_um2 8.765 \
    rows 27 \
    root_buffer "clkbuf_8" \
    globalplace.congestion 0.8603 \
    vias_per_cell 4.739 \
    yosysTopAreaCell "dfxtp_1" \
    arrival_ns 2.55 \
    hold_slack_ns 0.4703 \
    worst_pin_slew_ns 0.7432 \
    hold_buffers 0 \
    ir_worst_vdd_mv 0.1352 \
    min_path_type "register to register" \
    synth_top_area_share 0.3865 \
    synth_seq_share 0.3865 \
    postCtsResizedCells 0 \
    diodes 0 \
    fin_crit_sh 0.4565 \
    ys_async_sr_fraction 0 \
    synthFlopType "dfxtp_1" \
    ys.flops 33 \
    drive_above_1_share 0.08333 \
    synthTopCellsByArea "dfxtp_1, buf_4, xnor2_1" \
    grt_remaining_overflow 0 \
    fin_cells 276 \
    end_kind "register" \
]
## cell type report
type | count | area (um2) | area share
Clock buffer | 6 | 72.57 | 0.03890
Clock inverter | 2 | 10.01 | 0.005366
Inverter | 9 | 33.78 | 0.01811
Multi-Input combinational cell | 145 | 908.4 | 0.4869
Sequential cell | 33 | 660.6 | 0.3541
Tap cell | 72 | 90.09 | 0.04829
Timing Repair Buffer | 9 | 90.09 | 0.04829
## flip-flops by register name, indices dropped and copies added (netlist names)
| signal | count |
|---|---|
| IP | 8 |
| cnt | 25 |
## layer usage
metal	vias up	track usage
met3	8	0.02389
met2	40	0.1611
met1	585	0.1826
met5	-	0
met4	0	0.01321
li1	675	-
## worst max-delay path by stage
| stage | start | end | slack (ns) | cells after the start |
|---|---|---|---|---|
| finish | cnt[0] | IP[7] | 2.83 | 6 |
| global route | cnt[0] | IP[7] | 2.55 | 6 |
| CTS | cnt[0] | IP[7] | 2.81 | 6 |
## through the flow
step                setup slack (ns)  instance area, um2  power (uW)  utilization
floorplan                      3.403                1773       277.4            -
global placement               2.847                1783       272.2       0.3238
detailed placement             2.821                1783       272.2       0.3238
CTS                            2.812                1866       456.4       0.3388
global route                   2.546                1866       469.2       0.3388
finish                         2.826                1866       448.9       0.3388
## worst max-delay path, cell delays in order, from the launching register on
cell and delay, ns:
dfxtp_1 0.36, inv_1 0.08, ha_1 0.13, nor4b_1 0.24, nand3_1 0.58, nor4_1 0.50, mux2_2 0.37
## power by group
part | total, uW | switching [uW] | internal (uW) | leakage [uW]
Combinational | 9.69 | 3.42 | 6.27 | 0.000346
Clock | 183 | 90.1 | 92.6 | 0.0000450
Sequential | 257 | 1.92 | 255 | 0.000266
Total | 449 | 95.4 | 354 | 0.000657
## cell usage in the layout, fill, tap and decap left out, types with 3 or more instances in the layout
cell type,netlist,final
nand2_1,8,8
dfxtp_1,33,33
clkdlybuf4s50_1,0,9
inv_1,9,9
or3_1,3,3
ha_1,3,3
xnor2_1,12,12
mux2i_1,3,3
o31ai_1,6,6
clkbuf_8,0,5
nor3_1,6,6
o21ai_0,5,5
conb_1,2,19
or4_1,7,7
nor2_1,12,12
a21oi_1,7,7
nand3_1,12,12
nand4_1,6,6
xor2_1,5,5
nor4_1,11,11
## kinds of logic after synthesis
family	share of synthesized area
XOR/XNOR	0.08711
flip-flops	0.3865
other	0.004394
AND/OR/NAND/NOR	0.2687
buffers and inverters	0.1193
AND-OR/OR-AND	0.08126
adder cells (fa/ha/maj)	0.02196
multiplexers	0.03075
Power and IR drop assume default switching activity.
