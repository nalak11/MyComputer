==> flow/design.v <==
module SSeg(input [3:0] bin, input neg, input enable, output reg [6:0] segs);
	always @(*)
		if (enable) begin
			if (neg) segs = 7'b011_1111;
			else begin
				case (bin)
					0: segs = 7'b100_0000;
					1: segs = 7'b111_1001;
					2: segs = 7'b010_0100;
					3: segs = 7'b011_0000;
					4: segs = 7'b001_1001;
					5: segs = 7'b001_0010;
					6: segs = 7'b000_0010;
					7: segs = 7'b111_1000;
					8: segs = 7'b000_0000;
					9: segs = 7'b001_1000;
					10: segs = 7'b000_1000;
					11: segs = 7'b000_0011;
					12: segs = 7'b100_0110;
					13: segs = 7'b010_0001;
					14: segs = 7'b000_0110;
					15: segs = 7'b000_1110;
				endcase
			end
		end
		else segs = 7'b111_1111;
endmodule
module DeBounce(
	input Clock,
	input in,
	output reg out
);
	parameter Speed = 50000000;
	wire in_Sync;								 
	wire rst;									 
	reg [20:0] count;							 
	reg DFF1;									 
	reg DFF2;
	Synchroniser DB_Sync(Clock, in, in_Sync);
	assign rst = (DFF1 ^ DFF2);					 
	always@ (posedge Clock) begin 				 
		if (count < (Speed/1000)*30) begin
			count <= count + 1;
		end
		else begin
			count <= 0; 						 
			out <= DFF2;						
		end
		if (rst) begin 							 
			count <= 0;
		end
		DFF1 <= in_Sync;					 
		DFF2 <= DFF1; 
	end
endmodule
module Disp2cNum(
	input [7:0] in,
	input enable,
	output [6:0]  HEX0,
	output [6:0]  HEX1,
	output [6:0]  HEX2,
	output [6:0]  HEX3
);
endmodule
module DispHex(
	input [7:0] in,
	output [6:0] HEX0,
	output [6:0] HEX1
);
endmodule
module Synchroniser(input Clock, input in, output reg out2);
	reg out1;
	always@(posedge Clock) begin
		out1 <= in;
		out2 <= out1;
	end
endmodule
==> flow/run.sh <==
#!/bin/bash
# OpenROAD 26Q1-2900-gdf79404cd8, Yosys 0.63+post, stock flow scripts
make -C /OpenROAD-flow-scripts/flow DESIGN_CONFIG=/design/flow/config.mk WORK_HOME=/design/flow/orfs finish
==> flow/config.mk <==
export PLATFORM = sky130hd
export DESIGN_NAME = SSeg
export DESIGN_NICKNAME = SSeg
export VERILOG_FILES = /design/flow/design.v
export SDC_FILE = /design/flow/constraint.sdc
export NUM_CORES = 4
export LEC_CHECK = 1
export CORE_AREA = 10 10 70 70
export DIE_AREA = 0 0 80 80
==> flow/constraint.sdc <==
current_design SSeg

set clk_period 1.1
set clk_io_pct 0.2

create_clock -name clk0 -period $clk_period

set non_clock_inputs [all_inputs -no_clocks]
set_input_delay [expr $clk_period * $clk_io_pct] -clock clk0 $non_clock_inputs
set_output_delay [expr $clk_period * $clk_io_pct] -clock clk0 [all_outputs]
==> run summary <==
run status - finished with violations
violations in the final reports - setup timing
tally of filler cells in the layout - 352
standard-cell row count - 21
Die Span X - 80 µm
Synth Cell Area - 319.1 µm²
logic gate share of total power - 1.000
FP Core Util - 0.09341
ratio of cells with drive above 1 in the final layout - 0.7639
Worst VDD drop - 97.14 µV
Synth Instances - 41
number of ports placed on the die boundary - 13
delay-heaviest family, CP - AND-OR/OR-AND gates
Starting DRT DRC Count - 37
power density over the cells - 356.0 nW/µm²
cycle use final - 1.363
Worst Setup Start Kind - input pin
Placed Cells incl. Taps - 111
Remaining DRCs - 0
Buf+Inv Stages, Crit Path - 3
Worst Setup End Kind - output port
yosys-reported design area after synthesis - 319.1 µm²
delay of the slowest critical-path stage - 0.26 ns
tool warning count - 41
wire length of the first global-routing pass - 2.063 mm
overall global routing resource usage - 0.03879
pin count of the biggest net entering global routing - 7
number of detailed-route iterations in the first pass - 2
number of setup violations in the final report - 7
final routed wire length divided by cell count - 10.77 µm
Worst Path Max Fanout - 3
number of hold buffers added after CTS - 0
Final Hold Viols - 0
f_max - 666.7 MHz
final slew viol count - 0
Hold WC Path Type - input pin to output port
layout overhead on the synthesized area - 158.4%
Worst Setup Slack post-DPL - -1.329 ns
number of antenna-violating nets in the routed design - 0
initial antenna violation count - 0
RSZ-0062 raised after global routing - yes
vias per cell - 3.458
worst-margin pin slew - 0.2591 ns
Multi-input gate area - 444.2 µm²
sequential power share - 0
hpwl dp - 847.2 µm
unique cell type count in the Yosys netlist - 24
sequential cell area - 0 µm²
Via Count - 408
Int Pwr - 170.7 µW
switching power - 122.9 µW
total detailed-routing wirelength - 1.271 mm
total grt overflow - 0
number of standard cells reported by yosys - 41
Die Outline Area - 6400 µm²
post-route worst hold slack - 0.8074 ns
critical path type - input pin to output port
seq_cells - 0
standby leakage power - 0.3214 nW
net switching share of the total power - 0.4186
chip height - 80 µm
via count of the first global-routing pass - 405
I/O Buffers - 13
post-route setup slack - -0.3998 ns
CORE AREA - 3416 µm²
count of warnings emitted by yosys - 1
Hold Path Cell Cnt - 3
synthesized area per cell - 7.782 µm²
worst-path cell chain - buf_8 > clkinvlp_4 > ha_4 > nor2b_4 > o21ba_4 > o31ai_4 > buf_2
Worst Path Required - 0.88 ns
count of clock buffers in the final design - 0
headroom to the max-slew limit - 0.8270
share of total power in the clock network - 0
share of synthesized area occupied by flip-flops and latches - 0
Crit-path slowest cell - sky130_fd_sc_hd__ha_4
n_diodes - 0
data arrival time of the critical path - 1.28 ns
hold path endpoint - segs[6]
GP Congestion - 0.7975
start point of the worst hold path - enable
maxcap violations - 0
Period minus WS final - 1.500 ns
Non-Filler Instances - 118
-- repair_timing --
item	CTS	global route
gates cloned	1	0
resized	71	8
buffers inserted	6	0
pin swaps	11	1
setup endpoints to repair	7	7
-- cells in the final DEF, fill, tap and decap left out, drive strengths merged, types with 3 or more instances in the layout --
cell   count
nor2b      3
o21ai      3
nand2      4
ha         7
buf       31
-- power by group through the flow --
stage	combinational, mW	sequential (mW)	clock [mW]
6_report	0.294	0	0
5_1_grt	0.317	0	0
4_1_cts	0.273	0	0
-- worst min-delay path: cells and delay by family --
family / cells / cell delay, ns
AOI/OAI and AO/OA: 1 / 0.06
buffers and inverters: 2 / 0.31
-- logic make-up (layout without fill, tap and decap cells) --
group | after synthesis | in the layout | synth area share
buf+inv | 5 | 36 | 0.08625
mux | 3 | 3 | 0.1255
compound gates | 13 | 13 | 0.2941
fa+ha+maj | 7 | 7 | 0.2745
simple gates | 13 | 13 | 0.2196
-- final cells by class --
class / instances / share of cell area
Inverter: 3 / 0.02276
Tap cell: 46 / 0.06980
Multi-Input combinational cell: 36 / 0.5387
Timing Repair Buffer: 33 / 0.3687
-- layer usage --
| metal | global-route usage | wire length [µm] | up-vias |
|---|---|---|---|
| met3 | 0.003409 | 31 | 0 |
| met1 | 0.04878 | 575 | 190 |
| met4 | 0 | 0 | 0 |
| met2 | 0.07303 | 664 | 4 |
| met5 | 0 | 0 | - |
| li1 | - | - | 214 |
-- cell usage after synthesis --
cell | n | area share
sky130_fd_sc_hd__and3b_1 | 1 | 0.027
sky130_fd_sc_hd__mux2i_1 | 1 | 0.031
sky130_fd_sc_hd__inv_1 | 3 | 0.035
sky130_fd_sc_hd__ha_1 | 7 | 0.27
sky130_fd_sc_hd__a21oi_2 | 1 | 0.027
sky130_fd_sc_hd__buf_2 | 1 | 0.016
sky130_fd_sc_hd__o22ai_1 | 1 | 0.020
sky130_fd_sc_hd__nor2_1 | 2 | 0.024
sky130_fd_sc_hd__o311ai_0 | 2 | 0.055
sky130_fd_sc_hd__a211oi_1 | 1 | 0.024
sky130_fd_sc_hd__o31ai_1 | 1 | 0.024
sky130_fd_sc_hd__o21ai_0 | 1 | 0.016
sky130_fd_sc_hd__buf_6 | 1 | 0.035
sky130_fd_sc_hd__o21ai_1 | 2 | 0.031
sky130_fd_sc_hd__mux2_4 | 2 | 0.094
sky130_fd_sc_hd__o211ai_1 | 1 | 0.024
sky130_fd_sc_hd__nand2b_2 | 1 | 0.027
sky130_fd_sc_hd__a21oi_1 | 1 | 0.016
sky130_fd_sc_hd__nand2b_1 | 1 | 0.020
sky130_fd_sc_hd__nor2b_1 | 3 | 0.059
sky130_fd_sc_hd__nor3_1 | 1 | 0.016
sky130_fd_sc_hd__o21ba_2 | 1 | 0.031
sky130_fd_sc_hd__o221ai_1 | 1 | 0.027
sky130_fd_sc_hd__nand2_1 | 4 | 0.047
-- worst max-delay path by stage --
stage	endpoint	cells after the start	slack (ns)	startpoint
4_1_cts	segs[3]	7	-0.42	bin[0]
5_1_grt	segs[3]	7	-0.45	bin[1]
6_report	segs[3]	7	-0.40	bin[1]
-- metrics by stage --
stage	total power, mW	util	area (µm²)	setup TNS (ns)
floorplan	0.09528	-	352.8	-0.2504
global placement	0.2118	0.1857	634.4	-8.381
detailed placement	0.2148	0.1857	634.4	-8.432
CTS	0.2727	0.2322	793.3	-2.192
global route	0.3172	0.2414	824.5	-2.563
finish	0.2936	0.2414	824.5	-2.179
Power and IR drop assume default switching activity.
